**design/flow/design.v**
```verilog
module speedControl(
    input clk,
    output pulse
);
    parameter [26:0] data = 'd50000000;
    reg [26:0] Q;
    always@(posedge clk)
        begin
            if (Q == 27'b0) 
                begin
                    Q <= data;
                end
            else
                begin
                    Q <= Q -1;
                end
        end
	assign pulse = (Q == 0) ? 1 : 0;
endmodule 
module seg7 (input [3:0] c, output [6:0] led );
	assign led[0] = (~c[3] & ~c[2] & ~c[1] & c[0]) | (~c[3] & c[2] & ~c[1] & ~c[0]) | (c[3] & ~c[2] & c[1] & c[0]) | (c[3] & c[2] & ~c[1] & c[0]);
	assign led[1] = (~c[3] & c[2] & ~c[1] & c[0]) | (~c[3] & c[2] & c[1] & ~c[0]) | (c[3] & ~c[2] & c[1] & c[0]) | (c[3] & c[2] & ~c[1] & ~c[0]) | (c[3] & c[2] & c[1] & ~c[0]) | (c[3] & c[2] & c[1] & c[0]);
	assign led[2] = (~c[3] & ~c[2] & c[1] & ~c[0]) | (c[3] & c[2] & ~c[1] & ~c[0]) | (c[3] & c[2] & c[1] & ~c[0]) | (c[3] & c[2] & c[1] & c[0]);
	assign led[3] = (~c[3] & ~c[2] & ~c[1] & c[0]) | (~c[3] & c[2] & ~c[1] & ~c[0]) | (~c[3] & c[2] & c[1] & c[0]) | (c[3] & ~c[2] & c[1] & ~c[0]) | (c[3] & c[2] & c[1] & c[0]);
	assign led[4] = (~c[3] & ~c[2] & ~c[1] & c[0]) | (~c[3] & ~c[2] & c[1] & c[0]) | (~c[3] & c[2] & ~c[1] & ~c[0]) | (~c[3] & c[2] & ~c[1] & c[0]) | (~c[3] & c[2] & c[1] & c[0]) | (c[3] & ~c[2] & ~c[1] & c[0]);
	assign led[5] = (~c[3] & ~c[2] & ~c[1] & c[0]) | (~c[3] & ~c[2] & c[1] & ~c[0]) | (~c[3] & ~c[2] & c[1] & c[0]) | (~c[3] & c[2] & c[1] & c[0]) | (c[3] & c[2] & ~c[1] & c[0]);
	assign led[6] = (~c[3] & ~c[2] & ~c[1] & ~c[0]) | (~c[3] & ~c[2] & ~c[1] & c[0]) | (~c[3] & c[2] & c[1] & c[0]) | (c[3] & c[2] & ~c[1] & ~c[0]);
endmodule 
module debugClock(clk, debug, newclk, KEY);
	input clk;
	input debug;
	input [3:0] KEY;
	output reg newclk;
	always@(*) begin
		if(~debug)
			newclk = clk;
		else
			newclk = KEY[3];
	end
endmodule 
module lfsr (out, clk, rst);
  output reg [3:0] out;
  input clk, rst;
  wire feedback;
  assign feedback = ~(out[3] ^ out[2]);
always @(posedge clk, posedge rst)
  begin
    if (rst)
      out = 4'b0;
    else
      out = {out[2:0],feedback};
  end
endmodule 
module binToBCD(
	sourceValue,
	Hundreds,
	Tens,
	Units
	);
	input [7:0] sourceValue;
	output reg [3:0]Hundreds, Tens, Units;
	integer count;
	always @(sourceValue) 
	begin
		Hundreds = 4'b0;
		Tens = 4'b0;
		Units = 4'b0;
		for (count=7; count>=0; count=count-1)
		begin
			if (Hundreds >= 5)
				Hundreds = Hundreds + 3;
			if (Tens >= 5)
				Tens = Tens + 3;
			if (Units >= 5)
				Units = Units + 3;
			Hundreds = Hundreds << 1;
			Hundreds[0] = Tens[3];
			Tens = Tens << 1;
			Tens[0] = Units[3];
			Units = Units << 1;
			Units[0] = sourceValue[count];
		end
	end
endmodule 
```
**design/flow/run.sh**
```bash
#!/bin/bash
# OpenROAD 26Q1-2900-gdf79404cd8, Yosys 0.63+post, stock flow scripts
make -C /OpenROAD-flow-scripts/flow DESIGN_CONFIG=/design/flow/config.mk WORK_HOME=/design/flow/orfs finish
```
**design/flow/config.mk**
```make
export PLATFORM = sky130hd
export DESIGN_NAME = binToBCD
export DESIGN_NICKNAME = binToBCD
export VERILOG_FILES = /design/flow/design.v
export SDC_FILE = /design/flow/constraint.sdc
export NUM_CORES = 4
export LEC_CHECK = 1
export CORE_AREA = 10 10 70 70
export DIE_AREA = 0 0 80 80
```
**design/flow/constraint.sdc**
```tcl
current_design binToBCD

set clk_period 6.6
set clk_io_pct 0.2

create_clock -name clk0 -period $clk_period

set non_clock_inputs [all_inputs -no_clocks]
set_input_delay [expr $clk_period * $clk_io_pct] -clock clk0 $non_clock_inputs
set_output_delay [expr $clk_period * $clk_io_pct] -clock clk0 [all_outputs]
```
==> metrics.yaml <==
outcome: "complete, no violations"
type_of_element_capturing_the_critical_path: "output port"
vdd_drop_max_mv: 0.0579
final-comb-area_um2: 1180
die_height_um: 80
preCtsSetupSlack_ns: -0.702
tool_warnings: 37
timing.fmax_mhz: 154
synthDistinctLibCells: 60
hold_class: "input pin to output port"
max_cap_viol_count: 0
vias_per_cell: 5.23
synth_chip_area_um2: 952
synthesis.instances: 135
drtPass1Iterations: 4
critical_path_class: "input pin to output port"
vias_in_the_first_global_route: 1145
detail_route.wirelength_um: 3040
finalMaxSlewViolations: 0
setup_slack_ns: 0.125
totalPowerFinal_w: 0.000347
worstMarginPinSlew_ns: 0.658
synth.yosys.warnings: 1
final_util: 0.521
antenna_left: 0
die_width_um: 80
synthesis.area_per_instance_um2: 7.05
wire_length_of_the_first_global_routing_pass_um: 4890
setup_viol_count_final: 0
timing.slew.headroom: 0.558
fraction_of_layout_cells_with_a_size_suffix_above_1: 0.531
dp.final_hpwl_um: 2000
clkbuf_count: 0
timing.final.crit_period_ns: 6.48
remaining_drc_errors: 0
layout.cell_area.non_filler_um2: 1780
report.final.hold_viol_count: 0
cts_hold_buf: 0
power.static_leakage_nw: 0.778
i_o_buffers: 16
final_min_period_over_clock_period: 0.981
area_of_the_core_um2: 3420
initial_utilization: 0.279
total_cell_area_at_the_placement_stage_um2: 1370
cellPowerDensity_nw_per_um2: 195
top_level_pins: 20
count_of_antenna_diodes_in_the_layout: 0
layout_top_cell: "buf_4"
flop_area_um2: 0
chipArea_um2: 6400
ys_cells: 135
routability_driven_placement_congestion_ratio: 0.874
flop-count: 0
critical_path_startpoint_category: "input pin"
num_rows: 21
layout_top_cells_excl_fill_tap: "buf_4, nor2_1, inv_1, a21oi_1, buf_6"
fill_cells: 287
required_ns: 5.28
detailedRoute.firstIterationViolations: 28
area.growth.synth_to_final_pct: 86.9
routedWlPerCell_um: 12.8
critical_path.max_fanout: 4
grt_overflow_total: 0
overall_global_routing_usage: 0.0855
arrival_ns: 5.16
post_synth_instance_area_um2: 952
antenna_found_initial: 0
number_of_vias_after_detailed_routing: 1244
yosys.stat.seqShare: 0
grt_start_max_net_pins: 13
rsz0062_at_grt: "true"
[cells by family (layout without fill, tap and decap cells)]
| kind of cell | after synthesis | after routing | synth area share |
|---|---|---|---|
| other cells | 1 | 2 | 0.00394 |
| mux | 5 | 5 | 0.0565 |
| buf+inv | 16 | 72 | 0.0841 |
| simple gates | 50 | 50 | 0.309 |
| xor+xnor | 4 | 4 | 0.0447 |
| compound gates | 50 | 50 | 0.384 |
| fa+ha+maj | 9 | 9 | 0.118 |
[critical path: stages]
cell	delay (ns)
clkbuf_2	0.10
inv_2	0.08
ha_4	0.13
inv_2	0.04
ha_4	0.16
a21oi_4	0.14
xnor2_2	0.15
ha_2	0.22
and2b_1	0.19
or4_4	0.43
o2111ai_4	0.09
ha_2	0.22
or2b_4	0.31
o2bb2ai_4	0.18
o31a_1	0.26
nor3_4	0.08
o32ai_4	0.29
xnor2_2	0.16
buf_4	0.15
buf_4	0.10
a21oi_1	0.04
a31oi_1	0.18
buf_2	0.13
[power by group]
group | switching, W | internal, W | total (W)
sequential | 0 | 0 | 0
combinational | 0.000157 | 0.000190 | 0.000347
clock | 0 | 0 | 0
total | 0.000157 | 0.000190 | 0.000347
[per-stage QoR]
stage	TNS (ns)	std cells	hold slack (ns)
2_1_floorplan	0	136	2.71
6_report	0	238	2.64
3_3_place_gp	-4.05	223	2.64
5_1_grt	-0.146	238	2.64
3_5_place_dp	-4.97	223	2.64
4_1_cts	-0.0598	233	2.64
[cell usage after synthesis (all sizes together) (2+ instances only)]
master	count	share of area
buf	5	0.041
a22oi	2	0.016
mux2i	5	0.057
o21ai	11	0.058
a21oi	11	0.062
o32ai	2	0.026
nand3	4	0.026
nor2	14	0.055
ha	9	0.12
nand2b	2	0.013
clkbuf	2	0.0079
nand4	3	0.020
a211oi	3	0.024
a21o	4	0.032
a31oi	2	0.020
or2	2	0.013
or3	3	0.025
nor3	4	0.032
xnor2	4	0.045
and3	2	0.013
nand2	7	0.030
inv	9	0.035
[metal layers]
metal  track usage  share of wire  wire length, um
met2         0.130           0.43             1300
met3       0.00341          0.059              178
met1         0.134           0.51             1550
met4       0.00352         0.0039               12
met5             0              0                0
[worst paths after layout]
kind | from | to | slack, ns | cells after the start
worst min-delay path | sourceValue[0] | Units[0] | 2.64 | 0
worst max-delay path | sourceValue[5] | Tens[1] | 0.12 | 23
[timing repair]
item,4_1_cts,5_1_grt
setup endpoints to repair,9,9
resized,63,26
pin swaps,24,19
buffers inserted,11,5
[final cells by class]
cell class                 count  share of cell area
multi-input combinational    120               0.663
timing repair buffer          63               0.286
tap                           46              0.0323
inverter                       9              0.0190
