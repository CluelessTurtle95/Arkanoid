==> design/flow/design.v <==
module speedControl(
    input clk,
    output pulse
);
    parameter [26:0] data = 'd50000000;
    reg [26:0] Q;
    always@(posedge clk)
        begin
            if (Q == 27'b0) 
                begin
                    Q <= data;
                end
            else
                begin
                    Q <= Q -1;
                end
        end
	assign pulse = (Q == 0) ? 1 : 0;
endmodule 
module seg7 (input [3:0] c, output [6:0] led );
	assign led[0] = (~c[3] & ~c[2] & ~c[1] & c[0]) | (~c[3] & c[2] & ~c[1] & ~c[0]) | (c[3] & ~c[2] & c[1] & c[0]) | (c[3] & c[2] & ~c[1] & c[0]);
	assign led[1] = (~c[3] & c[2] & ~c[1] & c[0]) | (~c[3] & c[2] & c[1] & ~c[0]) | (c[3] & ~c[2] & c[1] & c[0]) | (c[3] & c[2] & ~c[1] & ~c[0]) | (c[3] & c[2] & c[1] & ~c[0]) | (c[3] & c[2] & c[1] & c[0]);
	assign led[2] = (~c[3] & ~c[2] & c[1] & ~c[0]) | (c[3] & c[2] & ~c[1] & ~c[0]) | (c[3] & c[2] & c[1] & ~c[0]) | (c[3] & c[2] & c[1] & c[0]);
	assign led[3] = (~c[3] & ~c[2] & ~c[1] & c[0]) | (~c[3] & c[2] & ~c[1] & ~c[0]) | (~c[3] & c[2] & c[1] & c[0]) | (c[3] & ~c[2] & c[1] & ~c[0]) | (c[3] & c[2] & c[1] & c[0]);
	assign led[4] = (~c[3] & ~c[2] & ~c[1] & c[0]) | (~c[3] & ~c[2] & c[1] & c[0]) | (~c[3] & c[2] & ~c[1] & ~c[0]) | (~c[3] & c[2] & ~c[1] & c[0]) | (~c[3] & c[2] & c[1] & c[0]) | (c[3] & ~c[2] & ~c[1] & c[0]);
	assign led[5] = (~c[3] & ~c[2] & ~c[1] & c[0]) | (~c[3] & ~c[2] & c[1] & ~c[0]) | (~c[3] & ~c[2] & c[1] & c[0]) | (~c[3] & c[2] & c[1] & c[0]) | (c[3] & c[2] & ~c[1] & c[0]);
	assign led[6] = (~c[3] & ~c[2] & ~c[1] & ~c[0]) | (~c[3] & ~c[2] & ~c[1] & c[0]) | (~c[3] & c[2] & c[1] & c[0]) | (c[3] & c[2] & ~c[1] & ~c[0]);
endmodule 
module debugClock(clk, debug, newclk, KEY);
	input clk;
	input debug;
	input [3:0] KEY;
	output reg newclk;
	always@(*) begin
		if(~debug)
			newclk = clk;
		else
			newclk = KEY[3];
	end
endmodule 
module lfsr (out, clk, rst);
  output reg [3:0] out;
  input clk, rst;
  wire feedback;
  assign feedback = ~(out[3] ^ out[2]);
always @(posedge clk, posedge rst)
  begin
    if (rst)
      out = 4'b0;
    else
      out = {out[2:0],feedback};
  end
endmodule 
module binToBCD(
	sourceValue,
	Hundreds,
	Tens,
	Units
	);
	input [7:0] sourceValue;
	output reg [3:0]Hundreds, Tens, Units;
	integer count;
	always @(sourceValue) 
	begin
		Hundreds = 4'b0;
		Tens = 4'b0;
		Units = 4'b0;
		for (count=7; count>=0; count=count-1)
		begin
			if (Hundreds >= 5)
				Hundreds = Hundreds + 3;
			if (Tens >= 5)
				Tens = Tens + 3;
			if (Units >= 5)
				Units = Units + 3;
			Hundreds = Hundreds << 1;
			Hundreds[0] = Tens[3];
			Tens = Tens << 1;
			Tens[0] = Units[3];
			Units = Units << 1;
			Units[0] = sourceValue[count];
		end
	end
endmodule 
module brickCollision(
	ballcheckEnable,
	ballcheckEnd,
	ballcheckReset,
	clk,
	brick_x,
	brick_y,
	brick_type,
	x_ball, 
	y_ball,
	brickBallCollide,
	collideDir,
	gameRun_internal,
	left,right,down,top
);
	input clk;
	output gameRun_internal;
	output [3:0] brick_x;
	output [3:0] brick_y;
	input [3:0] brick_type;
	input [7:0] x_ball; 
	input [7:0] y_ball;
	input ballcheckEnable;
	input ballcheckReset;
	output brickBallCollide;
	output [2:0] collideDir;
	output reg ballcheckEnd;
	localparam [1:0] UpLeft = 2'b10 , UpRight = 2'b11, DownRight = 2'b01, DownLeft = 2'b00;
	localparam [7:0] X_lim_screen = 'd160, Y_lim_screen = 'd180;
	localparam [7:0] Y_lim_ball = 'd6 , X_lim_ball = 'd6;
	localparam [7:0] x_max_ball = X_lim_screen - X_lim_ball, x_min_ball = 'd0, y_max_ball = Y_lim_screen - Y_lim_ball, y_min_ball = 'd0;
	localparam [7:0] Y_lim_paddle = 'd8 , X_lim_paddle = 'd40;
	localparam [7:0] Y_lim_brick = 'd6 , X_lim_brick = 'd12;
	localparam [3:0] X_lim_level = 'd9 , Y_lim_level = 'd7;
	localparam [3:0] NOBRICK = 'd0, RED = 'd1, BROWN = 'd2, SRED= 'd3, SBROWN = 'd4;
	localparam [1:0] collideLeft = 3'b000, collideRight = 3'b001, collideTop = 3'b010, collideDown= 3'b011, collideNone = 3'b100;
	reg [7:0] brickCheckCounter;
	assign gameRun_internal = ~ballcheckEnable;
	always@(posedge clk)
		begin
			if(ballcheckEnable) begin
					if(brickCheckCounter[3:0] < X_lim_level || brickCheckCounter == -8'd1) begin
						if(brickCheckCounter == -8'd1)
							brickCheckCounter <= 0;
						else 
							brickCheckCounter <= brickCheckCounter + 1;
					end else if(brickCheckCounter[7:4] < Y_lim_level )
						brickCheckCounter <= {brickCheckCounter[7:4] + 1 , 4'b0};
					else begin 
						brickCheckCounter<= -8'd1;
						ballcheckEnd <= 1;
					end
				end
			if(ballcheckReset) begin
				brickCheckCounter<= -8'd1;
				ballcheckEnd <= 0;
			end
		end
	assign brick_x = brickCheckCounter[3:0];
	assign brick_y = brickCheckCounter[7:4];
	seg7 s2(brick_y, HEX2);
	seg7 s3(brick_x, HEX3);
	wire collision;
	assign brickBallCollide = collision && (brick_type > NOBRICK) && (brick_x != -'d1) && ballcheckEnable;
	output [7:0] left,right,down,top;
	collisionCheck cc1(
		brick_x*X_lim_brick + 'd20,
		brick_y*Y_lim_brick + 'd20,
		X_lim_brick,
		Y_lim_brick,
		x_ball,
		y_ball,
		X_lim_ball,
		Y_lim_ball,
		collision,
		collideDir,
		left,right,down,top
	);
endmodule 
module waitOne(clk, brickBallCollide, run);
	input brickBallCollide;
	input clk;
	wire run_int;
	reg [3:0] Q;
	always@(posedge clk) begin
		Q <= 0;
		if(brickBallCollide) begin
			if(run_int)
				Q <= 'd2;
			else
				Q <= Q - 1;
		end
		else begin
			if(Q > 0)
				Q <= Q - 1;
		end
	end
	assign run_int = (Q == 0);
	output run;
	assign run = run_int && ~brickBallCollide;
endmodule
module halfclk(clk, newclk, reset);
	input clk;
	input reset;
	reg Q;
	always@(posedge clk) begin
		if(reset)
			Q <= 0;
		else
			Q = Q + 1;
	end
	output newclk;
	assign newclk = (Q == 0); 
endmodule
module collisionCheck(
	objectA_X,
	objectA_Y,
	objectA_X_lim,
	objectA_Y_lim,
	objectB_X,
	objectB_Y,
	objectB_X_lim,
	objectB_Y_lim,
	collision,
	collideDir,
	left,right,down,top
);
	input [7:0] objectA_X,
					objectA_Y,
					objectA_X_lim,
					objectA_Y_lim,
					objectB_X,
					objectB_Y,
					objectB_X_lim,
					objectB_Y_lim;
	output reg collision;
	output reg [2:0] collideDir;
	output [7:0] left;
	assign left = objectA_X - objectB_X_lim;
	output [7:0] right;
	assign right = objectA_X + objectA_X_lim;
	output [7:0] down;
	assign down = objectA_Y + objectA_Y_lim;
	output [7:0] top;
	assign top = objectA_Y - objectB_Y_lim;
	always@(*) begin
		if(objectB_X > left && objectB_X < right) begin
			if(objectB_Y < down && objectB_Y > top) begin
				collision = 1;
			end
		end
		else begin
			collision = 0;
		end
	end
	localparam [3:0] collisionErrorMargin = 'd2;
	localparam [1:0] collideLeft = 3'b000, collideRight = 3'b001, collideTop = 3'b010, collideDown= 3'b011, collideNone = 3'b100;
	always@(*) begin
		if(collision) begin
			if(objectB_Y <= top + collisionErrorMargin )
				collideDir <= collideTop;
			else if(objectB_Y >= down - collisionErrorMargin )
				collideDir <= collideDown;
			else if(objectB_X <= left + collisionErrorMargin )
				collideDir <= collideLeft;
			else if(objectB_X >= right- collisionErrorMargin )
				collideDir <= collideRight;
			else
				collideDir <= collideNone;
		end
		else begin
			collideDir <= collideNone;
		end
	end
endmodule 
==> design/flow/run.sh <==
#!/bin/bash
# OpenROAD 26Q1-2900-gdf79404cd8, Yosys 0.63+post, stock flow scripts
make -C /OpenROAD-flow-scripts/flow DESIGN_CONFIG=/design/flow/config.mk WORK_HOME=/design/flow/orfs finish
==> design/flow/config.mk <==
export PLATFORM = sky130hd
export DESIGN_NAME = brickCollision
export DESIGN_NICKNAME = brickCollision
export VERILOG_FILES = /design/flow/design.v
export SDC_FILE = /design/flow/constraint.sdc
export NUM_CORES = 4
export LEC_CHECK = 1
export CORE_UTILIZATION = 30
==> design/flow/constraint.sdc <==
current_design brickCollision

set clk_period 6.0
set clk_io_pct 0.2

create_clock -name clk0 -period $clk_period [get_ports {clk}]

set non_clock_inputs [all_inputs -no_clocks]
set_input_delay [expr $clk_period * $clk_io_pct] -clock clk0 $non_clock_inputs
set_output_delay [expr $clk_period * $clk_io_pct] -clock clk0 [all_outputs]
==> job_summary.md <==
### Yosys + OpenROAD results

| Metric | Value |
|---|---|
| Via count of the first global-routing pass | 2,702 |
| Final Hold Fails | 0 |
| Number of cell rows | 36 |
| Worst hold path class | reg2reg |
| Most common flop cell mapped by yosys | dfxtp_1 |
| Post-placement setup slack | 0.380 ns |
| #FFs+latches synth | 10 |
| Die H | 104 µm |
| Syn Std Cell Area | 3130 µm² |
| GRT Overall Usage | 14.4% |
| Smallest setup slack after layout | 0.350 ns |
| Critical path endpoint | collideDir[0] |
| Total of hold buffers inserted after clock tree synthesis | 0 |
| Clk root buf | clkbuf_8 |
| Post-synth EDFFs | 0 |
| First-pass GRT wire length | 13,100 µm |
| Count of unclocked register or latch pins | 1 |
| Final weighted congestion in routability-driven placement | 0.892 |
| Count of warnings emitted by yosys | 8 |
| Count of endpoints without a timing constraint | 1 |
| Aggregate global routing overflow | 0 |
| Number of top-level design ports | 69 |
| Number of antenna cells inserted | 0 |
| Antenna Nets Post-Route | 0 |
| Post-DR wirelength/cell | 13.2 µm |
| Area figure in the yosys stat output | 3130 µm² |
| Critical path, cell by cell | ha_1 > inv_1 > fa_1 > inv_1 > ha_2 > or2_1 > a2bb2oi_1 > a31o_2 > o221ai_2 > buf_4 > nor2_1 > xnor2_2 > xor2_1 > ha_1 > nand3_1 > o22ai_1 > a21o_1 > a311oi_1 > clkdlybuf4s50_1 |
| Worst reg-to-reg path cell count | 6 |
| Slew Viols, Final | 0 |
| Share of synthesized registers carrying an async set or reset | 0% |
| Number of library cell types mapped by synthesis | 64 |
| Outcome | complete, no violations |
| Worst Setup End Kind | output port |
| Die Wd | 104 µm |
| Area leader, netlist | ha_1 |
| Clock buffer count from CTS | 3 |
| Crit path launch | brickCheckCounter[4] |
| Post-route clock skew | 0.00250 ns |
| Tool Warnings | 44 |
| Number of antenna violations at the first check in global routing | 0 |
| Startpoint of the lowest-slack register-to-register path | brickCheckCounter[7] |
| Register-to-register setup slack | 3.65 ns |
| Worst hold margin | 0.470 ns |
| Hold path startpoint | ballcheckEnd |
| Number of port buffers | 61 |
| Clock transition at path regs | 0.05 ns |
| Pre-antenna DRT Iters | 4 |
| Most area-consuming cells after synthesis | ha_1, xnor2_1, xor2_1 |
| Number of H-tree branching levels | 1 |
| Yosys top cell by instances | ha_1 |
| CTS tree | built |
| Violation count after the first detailed-routing iteration | 148 |
| Max Cap Violations | 0 |
| Total detailed-routing wirelength | 7790 µm |
| WS Path Type | reg2out |
| DRC errors left | 0 |
| P&R area growth vs syn | 27.1% |
| Die area | 10,800 µm² |
| CP max FO | 6 |
| Pin count of the biggest net entering global routing | 16 |
| Kind of start point of the critical path | register |
| Sequential standard cell area | 196 µm² |
| Worst R2R End | brickCheckCounter[3] |
| Post-synth top cells | ha_1, inv_1, a21oi_1, nand2_1, o21ai_0 |
| Worst rel slew slack | 60.0% |
| Number of fill cells in the layout | 987 |
| Min Clock Period, post-route | 5.65 ns |
| Core region area | 9950 µm² |
| Floorplan Utilization | 31.4% |
| Achievable Freq | 177 MHz |
| Clock insertion delay at the later pin of the skew report | 0.23 ns |
| Area of all placed cells without fillers | 3970 µm² |
| Fraction of layout cells with a size suffix above 1 | 9.15% |
| Area share of the largest cell type after synthesis | 27.6% |
| Slowest-stage cell, CP | fa_1 |
| Cell area reported after detailed placement | 3870 µm² |
| Slew at the pin with the worst max-slew slack | 0.596 ns |
| Endpoint arrival time on the critical path | 4.45 ns |
| Count of final setup violators | 0 |
| Number of cells produced by synthesis | 400 |
| Maximum cell stage delay along the critical path | 0.57 ns |
| Clock tree buffer depth | 2 |
| Multi-input logic area | 2710 µm² |
| Count of instantiated cells in the yosys netlist | 400 |
| HPWL Detailed | 6520 µm |
| Part of the cycle the worst path needs | 94.2% |
| Via count normalized by instance count | 4.82 |
| Post-Synthesis Mean Instance Area | 7.81 µm² |
| Number of vias in the routed layout | 2,853 |
| Req. time, crit path | 4.80 ns |
## flip-flops by register name, summed over array words and instances, names as in the netlist
signal,cells
cc1.collision,1
ballcheckEnd,1
brickCheckCounter,8
## layer usage
layer / share of wire (%) / track usage (%) / wire length, µm / up-vias
met5: 0 / 0 / 0 / -
met4: 0 / 0.714 / 0 / 0
met3: 2.5 / 0.511 / 195 / 0
met2: 46 / 24.2 / 3580 / 51
met1: 52 / 21.5 / 4020 / 1292
li1: - / - / - / 1510
## cells by family (layout without fill, tap and decap cells)
logic type      count (synthesis)  count (layout)  share of synthesized area [%]
compound gates                 99              99                           21.9
simple gates                   99              99                           16.3
fa+ha+maj                      71              71                           28.9
buf+inv                        66             120                           9.25
xor+xnor                       50              50                           16.2
flops                           9               9                           5.76
mux                             3               3                          0.961
other cells                     2               7                          0.240
latches                         1               1                          0.480
## what timing repair did
| item | CTS | global route |
|---|---|---|
| buffers inserted | 0 | 1 |
| gates resized | 0 | 9 |
| endpoints found under the setup margin | 0 | 2 |
## area by class of cell
| type | count | share of cell area (%) |
|---|---|---|
| clock buffers | 4 | 1.13 |
| inverters | 45 | 4.25 |
| multi-input cells | 329 | 68.2 |
| flip-flops and latches | 10 | 4.94 |
| well taps | 133 | 4.19 |
| repair buffers | 71 | 17.3 |
## worst max-delay path, delay by kind of cell, from the launching register on
| family | cells | cell delay [ns] |
|---|---|---|
| adders and majority gates | 4 | 1.32 |
| AOI/OAI and AO/OA | 6 | 0.87 |
| and+or+nand+nor | 3 | 0.37 |
| xor gates and xnor gates | 2 | 0.42 |
| DFF | 1 | 0.33 |
| buffers and inverters | 4 | 0.91 |
## cell usage in the layout (no fill, tap or decap), drive strengths merged, types with 7 or more instances in the layout
master	count
buf	10
conb	7
nor2	19
xor2	24
o21a	9
a21o	7
nand2	23
ha	69
nand3	17
inv	45
xnor2	25
clkdlybuf4s50	61
a21oi	27
dfxtp	9
nor3	12
o21ai	23
## per-stage QoR
stage                     TNS, ns  utilization, %  cells
after detailed placement        0            38.9    587
after global routing      -0.0200            39.9    592
after floorplan                 0               -    405
after global placement          0            38.9    587
after CTS                       0            39.3    591
final                           0            39.9    592
## worst min path at each step
stage / endpoint / cells past startpoint / slack (ns)
4_1_cts: ballcheckEnd / 2 / 0.48
6_report: ballcheckEnd / 2 / 0.47
5_1_grt: ballcheckEnd / 2 / 0.53
